==> ./design.v <==
module breathing_led(
	input	wire 			clk,
	input	wire 			rst_n,
	output	wire 			led,
	output	wire 			ledg,
	output	wire 			ledb 
	);
wire 				rst;
reg		[6:0]	clk50mcnt;
reg 	[9:0]	clk50mcnt_1000;
reg		[9:0]	pwm_cyc_cnt;
reg				pwm_flag;
assign ledg = 1;
assign ledb = 1;
assign  rst = ~rst_n;
always @(posedge clk)begin
	if(rst == 1'b1)begin
		clk50mcnt <= 'd0;
	end
	else if (clk50mcnt == 'd99) begin
		clk50mcnt <= 'd0;
	end
	else begin
		clk50mcnt <= clk50mcnt + 1'b1;
	end
end
always @(posedge clk)begin
	if(rst == 1'b1)begin
		clk50mcnt_1000 <= 'd0;
	end
	else if(clk50mcnt == 'd99 && clk50mcnt_1000=='d999)begin
		clk50mcnt_1000 <= 'd0;
	end
	else if (clk50mcnt == 'd99) begin
		clk50mcnt_1000 <= clk50mcnt_1000 + 1'b1;
	end
end
always @(posedge clk) begin
	if(rst == 1'b1)begin
		pwm_cyc_cnt <='d0;
	end
	else if (clk50mcnt == 'd99 && clk50mcnt_1000=='d999 && pwm_cyc_cnt == 'd999) begin
		pwm_cyc_cnt <= 'd0;
	end
	else if (clk50mcnt == 'd99 && clk50mcnt_1000=='d999) begin
		pwm_cyc_cnt <= pwm_cyc_cnt + 1'b1;
	end
end
always @(posedge clk )begin
	if (rst == 1'b1) begin
		pwm_flag <= 1'b0;
	end
	else if (clk50mcnt == 'd99 && clk50mcnt_1000=='d999 && pwm_cyc_cnt == 'd999) begin
		pwm_flag <= ~pwm_flag;
	end
end
assign led = (pwm_flag==1'b0)?((clk50mcnt_1000<pwm_cyc_cnt)?1'b0:1'b1):((clk50mcnt_1000<pwm_cyc_cnt)?1'b1:1'b0);
endmodule
==> ./run.sh <==
#!/bin/bash
# OpenROAD 26Q1-2900-gdf79404cd8, Yosys 0.63+post, stock flow scripts
make -C /OpenROAD-flow-scripts/flow DESIGN_CONFIG=/design/flow/config.mk WORK_HOME=/design/flow/orfs finish
==> ./config.mk <==
export PLATFORM = sky130hd
export DESIGN_NAME = breathing_led
export DESIGN_NICKNAME = breathing_led
export VERILOG_FILES = /design/flow/design.v
export SDC_FILE = /design/flow/constraint.sdc
export NUM_CORES = 4
export LEC_CHECK = 1
export CORE_UTILIZATION = 30
==> ./constraint.sdc <==
current_design breathing_led

set clk_period 4.5
set clk_io_pct 0.2

create_clock -name clk0 -period $clk_period [get_ports {clk}]

set non_clock_inputs [all_inputs -no_clocks]
set_input_delay [expr $clk_period * $clk_io_pct] -clock clk0 $non_clock_inputs
set_output_delay [expr $clk_period * $clk_io_pct] -clock clk0 [all_outputs]
==> metrics.yaml <==
worst_setup_path:
  critical_path_arrival_ns: 2.27
  slowest_stage: "clkdlybuf4s50_1"
  end_kind: "output pin"
  cp_max_fo: 4
  critPathTopFamily: "buffers and inverters"
  crit_buf_inv: 2
  crit_type: "reg2out"
  cp_data_required_time_ns: 3.60
  crit_path_start_kind: "register"
  path_cells: "inv_1 -> ha_1 -> a211oi_1 -> o32ai_1 -> nor3_1 -> xnor2_1 -> clkdlybuf4s50_1"
  slowest_delay_ns: 0.47
logic_synthesis:
  yosys-top-cells-area: "dfxtp_1, ha_1, xnor2_1"
  top_cell_area_share_pct: 36.07
  edf_count: 0
  ys_types: 39
  async_flop_share_pct: 0
  yosysTopAreaCell: "dfxtp_1"
  netlist_instances: 174
  ys_ff: 28
  synth.avg_cell_area_um2: 8.931
  ys_area_um2: 1554
  flop_cell: "dfxtp_1"
  syn_area_um2: 1554
  synth_seq_share_pct: 36.07
  yosys_warnings: 1
  ys_cells: 174
sta:
  grt_setup_unrepaired: "no"
  worst_slack_ns: 1.332
  hold_violations: 0
  layout_min_cycle_time_ns: 3.168
  fmax_mhz: 315.7
  skew_ns: 0.003264
  slew_violations: 0
  tns_ns: 0
  period_used_pct: 70.40
  whs_ns: 0.4490
  setup_violations: 0
global_route:
  grt_overflow: 0
  grt_pass1_vias: 1099
  grt_pass1_wl_um: 5057
  antenna_found_initial: 0
  grt_use_total_pct: 11.98
  grt_start_max_net_pins: 17
route:
  diodes: 0
  dr.pass1.iters: 4
  routedWlPerCell_um: 11.52
  drc_errors: 0
  drt-initial-drc-count: 43
  totalWireLength_um: 2835
  vias_per_cell: 4.720
  final_antenna_net_count: 0
  vias: 1161
layout:
  lay_top_cells: "dfxtp_1, nor2_1, nand2_1, inv_1, ha_1"
  area.combinational_um2: 937.1
  area_growth_pct: 10.55
  layout-drive-gt1-share_pct: 9.497
  layout_top_cell: "dfxtp_1"
  layoutNonFillerInstCount: 246
  fillerInstances: 483
  flop_area_um2: 560.5
pwr:
  power.density_nw_per_um2: 268.6
  power.total_w: 0.0004614
  power.leakage_nw: 0.6169
  peakVddDrop_v: 0.0002168
outcome:
  status: "completed"
clock_tree:
  ctsRootBufferMaster: "clkbuf_8"
  htreeDepth: 1
  cts_tree: "built"
  cts_setup_buffers: 0
  ctsResizeCount: 0
  postCtsHoldBufs: 0
  numCtsBuffers: 3
  clock_path_buffers: 2
  clk_pin_slew_worst_paths_ns: 0.10
  clock_latency_ns: 0.28
  clock-sinks: 28
placement:
  dpl.hpwl_um: 2136
  placed_cells: 242
  io_buffers: 2
  dp_worst_setup_slack_ns: 1.646
  gp_congestion: 0.8055
floorplanning:
  die_w_um: 73.97
  die_height_um: 73.97
  ios: 5
  chip_area_um2: 5472
  fp-utilization_pct: 32.05
  num_rows: 25
  core_region_area_um2: 4848
run:
  warnings: 25
  maxCapViolCount: 0
min_path:
  hp-class: "reg2reg"
-- layer usage --
layer / global-route usage [%] / routed length [µm]
met3: 2.198 / 80
met2: 17.68 / 1174
met4: 0.6410 / 35
met5: 0 / 0
met1: 19.43 / 1545
-- kinds of logic after synthesis --
group / count (synthesis) / synth area share (%)
other: 1 / 0.2413
adder cells (fa/ha/maj): 12 / 9.662
flip-flops: 28 / 36.07
AND/OR/NAND/NOR: 78 / 30.36
XOR/XNOR: 20 / 11.27
buffers and inverters: 14 / 3.864
AND-OR/OR-AND: 21 / 8.534
-- path summary, 6_finish.rpt --
check                      start        endpoint  slack (ns)  cells past startpoint
setup reg to reg    clk50mcnt[0]  pwm_cyc_cnt[8]        2.39                      6
hold / removal      clk50mcnt[0]    clk50mcnt[0]        0.45                      1
setup / recovery  pwm_cyc_cnt[7]             led        1.33                      7
hold reg to reg     clk50mcnt[0]    clk50mcnt[0]        0.45                      1
-- Yosys cell counts (2+ instances only) --
cell type   n
a211oi_1    2
a21oi_1     7
and3_1      3
buf_4       2
dfxtp_1    28
ha_1       12
inv_1      12
nand2_1    13
nand3_1     9
nand4_1     6
nor2_1     23
nor3_1      4
nor4_2      2
o21ai_0     5
or3_1       3
or4_1       2
xnor2_1    11
xor2_1      9
-- power breakdown --
group / internal, W / switching, W / leakage [nW]
Sequential: 0.000250 / 0.00000164 / 0.226
Combinational: 0.00000390 / 0.00000640 / 0.355
Clock: 0.000119 / 0.0000804 / 0.0357
Total: 0.000373 / 0.0000885 / 0.617
-- through the flow --
stage	area [µm²]	utilization, %
after CTS	1718	35.43
final	1718	35.43
after detailed placement	1647	33.96
after global routing	1718	35.43
after global placement	1647	33.96
after floorplan	1558	-
-- registers in the layout, indices dropped and copies added, names as in the netlist --
name	flops
clk50mcnt	7
clk50mcnt_1000	10
pwm_cyc_cnt	10
pwm_flag	1
-- layout make-up --
class                      instances  share of cell area [%]
timing repair buffer               2                   1.165
sequential                        28                   32.63
multi-input combinational        133                   54.55
clock inverter                     1                   1.748
tap                               67                   4.880
inverter                          12                   2.622
clock buffer                       3                   2.403
Power figures rest on the tool's default switching activity, not on a simulated workload.
