### flow/run.sh
#!/bin/bash
# OpenROAD 26Q1-2900-gdf79404cd8, Yosys 0.63+post, stock flow scripts
make -C /OpenROAD-flow-scripts/flow DESIGN_CONFIG=/design/flow/config.mk WORK_HOME=/design/flow/orfs finish
### flow/config.mk
export PLATFORM = sky130hd
export DESIGN_NAME = waterlight
export DESIGN_NICKNAME = waterlight
export VERILOG_FILES = /design/flow/design.v
export SDC_FILE = /design/flow/constraint.sdc
export NUM_CORES = 4
export LEC_CHECK = 1
export CORE_UTILIZATION = 50
### flow/constraint.sdc
current_design waterlight

set clk_period 3.2
set clk_io_pct 0.2

create_clock -name clk0 -period $clk_period [get_ports {clk50m}]

set non_clock_inputs [all_inputs -no_clocks]
set_input_delay [expr $clk_period * $clk_io_pct] -clock clk0 $non_clock_inputs
set_output_delay [expr $clk_period * $clk_io_pct] -clock clk0 [all_outputs]
### flow/design.v
module waterlight(
    input clk50m,
    input rst_n,
    output reg [7:0] led
);
    reg [29:0] cn=0;
    always @(posedge clk50m or negedge rst_n)
        if(!rst_n) begin
            cn <=0;
            led <= 8'hff;
            end
        else begin
            if(cn > 30'd8000_0000) cn<=0;
            else cn <= cn +1;
            if(cn <30'd1000_0000) led <= 8'b0000_0001;
            else if(cn <30'd2000_0000) led <= 8'b0000_0010;
            else if(cn <30'd3000_0000) led <= 8'b0000_0100;
            else if(cn <30'd4000_0000) led <= 8'b0000_1000;
            else if(cn <30'd5000_0000) led <= 8'b0001_0000;
            else if(cn <30'd6000_0000) led <= 8'b0010_0000;
            else if(cn <30'd7000_0000) led <= 8'b0100_0000;
            else led <= 8'b1000_0000;
            end
endmodule
==> results.py <==
# Flow results
metrics = {
    "floorplan": {
        "die_height_um": 70.2,
        "coreArea_um2": 4410,
        "rows": 24,
        "die_area_um2": 4920,
        "die_w_um": 70.2,
        "fp_util": 0.526,
        "boundaryPins": 10,
    },
    "worst_setup_path": {
        "cp_cell_sequence": "nand4b_1 -> o211ai_1 -> nand2_1 -> o21ai_2 -> buf_4 -> a21oi_2",
        "slowest_delay_ps": 580,
        "worst_ep_required_time_ps": 3350,
        "critPathLaunchType": "flop",
        "path_class": "flop to flop",
        "arrival_ps": 2290,
        "regToRegSetupSlack_ps": 1050,
        "critical_path.top_delay_family": "AND-OR/OR-AND gates",
        "cp_max_fo": 12,
        "path_buffers": 1,
        "critPathSlowestCell": "dfrtp_1",
        "cp-end-kind": "flop",
    },
    "clock_tree": {
        "clockRootBuffer": "clkbuf_8",
        "clk_pin_slew_ps": 70,
        "cts_tree": "yes",
        "post_cts_buffers": 0,
        "ctsResizeCount": 0,
        "cts_buffers": 5,
        "ctsHoldBuffers": 0,
        "h-tree-depth": 2,
        "clock_path_buffers": 2,
        "clock_latency_ps": 290,
        "clkSinkCount": 38,
    },
    "final_timing": {
        "min_period_ps": 2150,
        "fmax_mhz": 466,
        "setup_tns_ps": 0,
        "final.period_utilization": 0.671,
        "rsz0062_at_grt": "no",
        "drv_slew": 0,
        "postLayoutSetupSlackWorst_ps": 1050,
        "hold_viol_final": 0,
        "worstMarginPinSlew_ps": 800,
        "setup_viol_count_final": 0,
        "finClkSkew_ps": 4.36,
        "holdWs_ps": 384,
        "maxSlewHeadroom": 0.467,
    },
    "global_route": {
        "overflow": 0,
        "grt_pass1_wl_mm": 8.25,
        "grt_antenna_before_repair": 0,
        "grt_pass1_vias": 1681,
        "gr-usage-all-layers": 0.215,
        "grt_start_max_net_pins": 39,
    },
    "yosys": {
        "synth_area_um2": 2320,
        "async_reset_ff_frac": 1.00,
        "yosys_warnings": 1,
        "syn_avg_cell_area_um2": 9.72,
        "synthDistinctLibCells": 50,
        "yosys_cells": 239,
        "syn_inst": 239,
        "yosysChipArea_um2": 2320,
        "synth_flop_count": 38,
        "edf_count": 0,
        "flop_cell": "dfrtp_1",
        "postSynthSeqShare": 0.414,
    },
    "detailed_routing": {
        "wl_mm": 4.62,
        "drtIter0Drc": 115,
        "wire_per_inst_um": 15.8,
        "antenna_left": 0,
        "remaining_drc_errors": 0,
        "via_count": 1760,
        "via_per_inst": 6.03,
        "dr.pass1.iters": 5,
        "n_antenna_cell": 0,
    },
    "power": {
        "pwr-share-seq": 0.584,
        "p_leak_nw": 0.986,
        "switching_share": 0.228,
        "power.switching_mw": 0.196,
        "p_int_mw": 0.662,
        "share_clk_of_total_power": 0.347,
        "comb_power_share": 0.069,
        "ir_drop_v": 0.000235,
        "p_per_area_nw_per_um2": 344,
    },
    "flow_run": {
        "warning_count": 26,
        "max_cap_violations": 0,
    },
    "layout": {
        "drive_gt1_frac": 0.221,
        "syn_to_final_growth_pct": 7.22,
        "fillers": 387,
    },
    "worst_hold_path": {
        "hold_path.class": "input port to async pin",
    },
    "placement": {
        "dpl.hpwl_mm": 3.28,
        "place_worst_setup_slack_ps": 1100,
        "numPortBuffers": 9,
        "gp_congestion": 0.988,
    },
    "outcome": {
        "outcome": "finished, final reports clean",
    },
}
-- cells in the final DEF (no fill, tap or decap), types with 8 or more instances in the layout --
master	instances
a21oi_1	12
nor2_1	13
dfrtp_1	30
nand2_1	18
a21oi_2	20
clkdlybuf4s50_1	8
nor3_1	9
dfstp_2	8
xor2_1	18
nand3_1	13
-- synth_stat cells, types with 3 or more instances --
| master | n | area [µm²] |
|---|---|---|
| nor2_1 | 13 | 48.8 |
| nor3_1 | 9 | 45.0 |
| clkbuf_1 | 3 | 11.3 |
| dfrtp_1 | 30 | 751 |
| o211a_1 | 3 | 30.0 |
| a31oi_1 | 6 | 37.5 |
| dfstp_2 | 8 | 210 |
| xor2_1 | 18 | 158 |
| xnor2_1 | 7 | 61.3 |
| o211ai_1 | 4 | 30.0 |
| buf_2 | 16 | 80.1 |
| nand3_1 | 13 | 65.1 |
| a21oi_2 | 20 | 175 |
| nand2_1 | 18 | 67.6 |
| nand4_1 | 6 | 37.5 |
| a21oi_1 | 12 | 60.1 |
| inv_1 | 4 | 15.0 |
| nor4_1 | 3 | 18.8 |
| o31ai_1 | 3 | 22.5 |
-- per-stage QoR --
step | total power [mW] | cell area [µm²] | std cells | util
floorplan | 0.539 | 2330 | 241 | -
global placement | 0.568 | 2410 | 285 | 0.546
detailed placement | 0.570 | 2410 | 285 | 0.546
CTS | 0.873 | 2490 | 292 | 0.564
global route | 0.902 | 2490 | 292 | 0.564
finish | 0.857 | 2490 | 292 | 0.564
-- power by group through the flow --
stage	combinational [mW]	clock (mW)	sequential, mW
5_1_grt	0.0690	0.331	0.501
6_report	0.0595	0.297	0.500
4_1_cts	0.0609	0.312	0.500
-- area by class of cell --
type | count | area [µm²] | area share
multi-input cells | 178 | 1260 | 0.504
flip-flops and latches | 38 | 961 | 0.386
repair buffers | 13 | 115 | 0.0462
clock buffers | 5 | 68.8 | 0.0276
well taps | 52 | 65.1 | 0.0261
inverters | 4 | 15.0 | 0.00603
clock inverters | 2 | 10.0 | 0.00402
-- worst paths after layout --
check | startpoint | endpoint | depth (start not counted)
setup / recovery | cn[12] | cn[18] | 6
hold / removal | rst_n | cn[6] | 2
setup reg to reg | cn[12] | cn[18] | 6
hold reg to reg | cn[0] | cn[0] | 1
max in group asynchronous | rst_n | led[1] | 2
min in group clk0 | cn[0] | cn[0] | 1
-- per-layer routing --
| metal | track usage | vias up | part of all wire |
|---|---|---|---|
| met1 | 0.369 | 847 | 0.53 |
| met4 | 0.0267 | 0 | 0.014 |
| met3 | 0.0350 | 9 | 0.042 |
| met2 | 0.307 | 44 | 0.42 |
| li1 | - | 860 | - |
| met5 | 0 | - | 0 |
-- cell families after synthesis --
logic type,synth area share
xor gates and xnor gates,0.0942
buffers and inverters,0.0555
and+or+nand+nor,0.224
adders and majority gates,0.0108
AOI/OAI and AO/OA,0.200
DFF,0.414
other,0.00161
-- sequential cells by signal, indices dropped and copies added (netlist names) --
signal / count
led: 8
cn: 30
-- worst register-to-register path, delay by kind of cell (launching register included) --
kind	cells	cell delay, ps
flops	1	580
compound gates	3	720
buf+inv	1	330
simple gates	2	380
Power and IR drop assume default switching activity.
