## ./run.sh

```bash
#!/bin/bash
# OpenROAD 26Q1-2900-gdf79404cd8, Yosys 0.63+post, stock flow scripts
make -C /OpenROAD-flow-scripts/flow DESIGN_CONFIG=/design/flow/config.mk WORK_HOME=/design/flow/orfs finish
```

## ./config.mk

```make
export PLATFORM = sky130hd
export DESIGN_NAME = top_flash_led
export DESIGN_NICKNAME = top_flash_led
export VERILOG_FILES = /design/flow/design.v
export SDC_FILE = /design/flow/constraint.sdc
export NUM_CORES = 4
export LEC_CHECK = 1
export CORE_AREA = 10 10 97 97
export DIE_AREA = 0 0 107 107
```

## ./constraint.sdc

```tcl
current_design top_flash_led

set clk_period 3.8
set clk_io_pct 0.2

create_clock -name clk0 -period $clk_period [get_ports {sclk}]

set non_clock_inputs [all_inputs -no_clocks]
set_input_delay [expr $clk_period * $clk_io_pct] -clock clk0 $non_clock_inputs
set_output_delay [expr $clk_period * $clk_io_pct] -clock clk0 [all_outputs]
```

## ./design.v

```verilog
`timescale 1ns / 1ps
module top_flash_led(
	input	wire 		sclk, 
	output	reg			led = 1'b1,  
	output	wire 		ledg,
	output	wire 		ledb 
    );
assign ledg = 1;
assign ledb = 1;
parameter DIV_CNT_END = 5000_0000 - 1;
reg		[25:0]	div_cnt = 'd0;
reg		one_s_flag = 'd0;	
always @(posedge sclk) begin
	if (div_cnt == DIV_CNT_END) begin
		div_cnt <= 0 ;
	end
	else begin
		div_cnt <= div_cnt + 1 ;
	end
end
always @(posedge sclk) begin
	if(div_cnt == DIV_CNT_END) begin
		one_s_flag <= 1;
	end
	else begin
		one_s_flag <= 0;
	end
end
always @(posedge sclk) begin
	if(one_s_flag == 1'b1) begin
		led <= ~led;
	end
end
endmodule
```

==> run notes <==
flow finished, numbers: status finished, final reports clean, total CTS buffers 3, post-route antenna net violation count 0, Setup Skew 0.00541 ns, initial antenna violation count 0, aoi share 0.0124, Dominant combinational family simple AND/OR/NAND/NOR gates, sw frac 0.168, clk latency of the worst-skew pair roughly 0.27 ns, CTS tree yes, CTS root buf clkbuf_8, Finished Layout Cells between 200 and 250, kind of critical path reg2reg, Worst Tran Pin Value 0.784 ns, hold slack 0.440 ns, Startpoint Class flop, Yosys chip area between 1000 and 1500 sq um, max-slew violation count 0, total of warnings raised by yosys 1, fp_density 0.167, Synth Instances between 100 and 150, Synth area leader dfxtp_1, Cell Int Power between 400 and 500 uW, final setup vio count 0, Worst EP required around 4.0 ns, biggest area cells dfxtp_1 (44%), xor2_1 (7.9%), xnor2_1 (5.8%), nor2_1 (4.9%), nand4_1 (4.1%), Top cell area share 0.445, DIE WIDTH about 110 microns, clk sinks 28, Final period util 0.554, Die H 107 microns, EDFF count, synth 1, largest net degree at the start of global routing 18, Clk pwr share 0.437, top cells by count, synth dfxtp_1 (27), nor2_1 (16), nand2_1 (11), xor2_1 (11), nand3_1 (9), Reg clk slew, reported paths around 0.090 ns, Mux area share 0.0165, average size of a mapped cell between 9 and 10 sq um, unrepaired setup endpoints after global routing no, Post-CTS Hold Buffers 0, WL met1 approximately 1 mm, First DRT Iteration DRCs about 45, vias in the first global route between 800 and 900, top layer in use met3, Synth flops 28, I/O Buffers 1, post_cts resized 0, DR WL met2 between 800 and 900 microns, IO Pins 4, Unique cell types 28, CP max FO 17, maximum buffer depth of the clock tree 2, GRT Resource Usage Total 0.0352, placed insts between 200 and 250, n_diodes 0, Combinational Power Share 0, max_slew headroom 0.473, layout cells sized above 1 0.0787, min-delay worst type reg2reg, Max Cap Violations 0, peak supply drop a little under 0.2 mV, residual DRC count 0, Detail Placement HPWL 1.41 mm, Post-Syn Area 1210 sq um, htree depth 1, Via-to-Cell Ratio approximately 3.5, WL per Instance about 8.3 microns, most common cell in the synthesized netlist dfxtp_1, OpenROAD warning count 25, Dominant flop cell dfxtp_1, max frequency 475 MHz, CP endpoint kind flop, Final Hold Viols 0, First-pass DRT Iterations 3, first-pass GRT wire length ~3.5 mm, area delta synth->final 15.0%, die area ~11000 sq um, Tmin final 2.11 ns, setup TNS 0 ns, XOR/XNOR Fraction of Synth Area 0.137, grt total ovfl 0, sw power between 80 and 90 uW, Setup Fix Bufs, Post-CTS 0, GP Congestion 0.834, Detailed Route WL 1.88 mm, vias 781, Simple-Gate Area Share 0.320, Rows 31, P per Cell Area around 370 nW/um^2, data arrival time of the worst path about 2.3 ns, Post-Synth Adder-Cell Area 0.0103, cells in synth_stat.txt roughly 120, Core ar. 7290 sq um, sequential share of the synthesized area 0.470, FFs w/ async S/R, synth 0, leak pwr between 0.0004 and 0.0005 uW, Flop pwr share 0.563, met3 wire length between 60 and 70 microns
## sequential cells by signal, summed over array words and instances (netlist names)
register and flops:
div_cnt 26, led 1, one_s_flag 1
## worst paths after layout
path                                       startpoint                     end  slack [ns]  cells after the start
worst max-delay path            div_cnt[0]$_SDFF_PN0_  div_cnt[22]$_SDFF_PN0_        1.69                      6
worst min-delay path               one_s_flag$_DFF_P_           led$_DFFE_PP_        0.44                      0
worst max register to register  div_cnt[0]$_SDFF_PN0_  div_cnt[22]$_SDFF_PN0_        1.69                      6
worst min register to register     one_s_flag$_DFF_P_           led$_DFFE_PP_        0.44                      0
## kinds of logic (layout without fill, tap and decap cells)
group,after synthesis,in the layout
compound gates,3,3
xor+xnor,19,19
simple gates,64,64
mux,2,2
flops,28,28
fa+ha+maj,1,1
other cells,1,2
buf+inv,6,8
## stage by stage
stage | setup WS, ns | utilization | cell area (sq um) | total power, uW
5_1_grt | 1.46 | 0.192 | 1400 | 545
2_1_floorplan | 2.17 | - | 1220 | 303
4_1_cts | 1.64 | 0.192 | 1400 | 531
3_3_place_gp | 1.74 | 0.182 | 1330 | 302
6_report | 1.69 | 0.192 | 1400 | 523
3_5_place_dp | 1.66 | 0.182 | 1330 | 302
## per-layer routing
layer  vias up  track usage
li1        431            -
met3         0      0.00970
met2         7       0.0588
met4         0      0.00290
met1       343       0.0462
met5         -            0
## worst max-delay path, cell delays in order (launching register included)
cell	delay, ns
dfxtp_1	0.39
ha_1	0.22
and3_1	0.25
nand4_2	0.14
nor4_4	0.74
nand2b_1	0.19
mux2i_1	0.06
## layout make-up
type                            count  area [sq um]
Clock buffer                        3          41.3
Clock inverter                      1          30.0
Fill cell                         829          5890
Inverter                            3          11.3
Multi-Input combinational cell     91           611
Sequential cell                    28           571
Tap cell                           99           124
Timing Repair Buffer                1          10.0
## power groups by stage
stage         combinational, uW  sequential [uW]  clock [uW]
global route              0.150              295         251
finish                    0.109              295         229
CTS                       0.180              295         236
## layout by cell type, fill, tap and decap left out
| master | n |
|---|---|
| nor4bb_1 | 1 |
| xor2_1 | 11 |
| nand4_2 | 1 |
| nand3b_1 | 3 |
| nand4_4 | 1 |
| dfxtp_1 | 27 |
| nor3_1 | 1 |
| mux2i_1 | 2 |
| clkdlybuf4s50_1 | 1 |
| clkbuf_8 | 3 |
| nor4_4 | 2 |
| and3_1 | 2 |
| nor2_1 | 16 |
| xnor2_1 | 8 |
| bufinv_16 | 1 |
| nor2b_1 | 1 |
| conb_1 | 2 |
| nand4_1 | 8 |
| nand2b_1 | 2 |
| and3_2 | 1 |
| inv_1 | 3 |
| nand3_1 | 9 |
| and4_1 | 1 |
| nor4_2 | 1 |
| nor4_1 | 3 |
| ha_1 | 1 |
| o21ai_1 | 3 |
| nand2_1 | 11 |
| edfxtp_1 | 1 |
Power is estimated from default activity; no workload was simulated.
